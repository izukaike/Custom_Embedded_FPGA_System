==> flow/design.v <==
`timescale 1ns / 1ps
module adder(
    input  [64-1:0] a_in,
    input  [64-1:0] b_in,
    output [64-1:0] add_out
    );
assign add_out = a_in + b_in;
endmodule
==> flow/run.sh <==
#!/bin/bash
# OpenROAD 26Q1-2900-gdf79404cd8, Yosys 0.63+post, stock flow scripts
make -C /OpenROAD-flow-scripts/flow DESIGN_CONFIG=/design/flow/config.mk WORK_HOME=/design/flow/orfs finish
==> flow/config.mk <==
export PLATFORM = sky130hd
export DESIGN_NAME = adder
export DESIGN_NICKNAME = adder
export VERILOG_FILES = /design/flow/design.v
export SDC_FILE = /design/flow/constraint.sdc
export NUM_CORES = 4
export LEC_CHECK = 1
export CORE_UTILIZATION = 30
==> flow/constraint.sdc <==
current_design adder

set clk_period 22.1
set clk_io_pct 0.2

create_clock -name clk0 -period $clk_period

set non_clock_inputs [all_inputs -no_clocks]
set_input_delay [expr $clk_period * $clk_io_pct] -clock clk0 $non_clock_inputs
set_output_delay [expr $clk_period * $clk_io_pct] -clock clk0 [all_outputs]
==> summary.txt <==
Reports from this run.

- The worst slew margin relative to its limit reads 0.626.
- For this design, the CTS-stage hold fixing added 0 buffers.
- Leaving out fill and tap cells, the most frequent cells in the layout are sky130_fd_sc_hd__clkdlybuf4s50_1, sky130_fd_sc_hd__a21oi_1, sky130_fd_sc_hd__ha_1, sky130_fd_sc_hd__nand2_1, sky130_fd_sc_hd__nor2_1.
- The worst-path maximum fanout reads 5.
- In the finished layout, the clock tree contains a buffer count of 0.
- The placed cell area is between 0.005 and 0.006 mm2.
- The mapped netlist covers roughly 0.0038 mm2.
- The final antenna diode tally reported by the flow is 0.
- On the final layout, the worst hold slack is between 9 and 10 ns.
- The count of instances resized after the clock tree is built reads 0.
- Of the cells placed in the final design, the portion with a size suffix greater than 1 is 0.0331.
- In the post-synthesis netlist, the biggest area contributors are sky130_fd_sc_hd__ha_1, sky130_fd_sc_hd__a21oi_1, sky130_fd_sc_hd__xnor2_1, sky130_fd_sc_hd__a21o_1, sky130_fd_sc_hd__xor2_1.
- The average size of a mapped cell reads between 6 and 7 um2.
- The layout-stage area growth over the synthesis result is 53.0%.
- The number of distinct standard cells referenced by the synthesized netlist is 65.
- The achievable clock frequency is slightly above 80 MHz.
- For this run, the chip area from Yosys synthesis comes to ~0.0038 mm2.
- The setup-violating endpoint count in the final report is 0.
- The instance tally after logic synthesis is roughly 560.
- The combined flip-flop and latch cell area is 0 um2.
- The row count is approximately 40.
- The full die area reads ~0.013 mm2.
- The class of the most critical setup path is primary input to output port.
- The first routing iteration left 313 violations.
- The design has 0 sequential cells.
- Counting only logic cells after layout, the most numerous master is sky130_fd_sc_hd__clkdlybuf4s50_1.
- The share of synthesized area in the top cell type comes to 0.207.
- The flow ran to the end, and the final reports show no timing, DRC or antenna violations.
- The yosys cell count reads around 560.
- The via count normalized by instance count reads approximately 5.3.
- The x dimension of the die is approximately 110 um.
- The first detailed-routing pass took 5 iterations.
- The total count of max-transition violations in the final report is 0.
- The sequential cell fraction of total power is 0.
- The half-perimeter wire length of the detailed placement result is between 10000 and 15000 um.
- In the post-route analysis, the smallest setup slack over all paths is approximately 10 ns.
- The yosys warning tally is 0.
- The fraction of the core area occupied by cells at floorplan reads 0.313.
- The worst endpoint data arrival time is 7.89 ns.
- The switching share of total power is 0.425.
- The post-layout minimum cycle time reads 12.31 ns.
- The final timing report lists a hold violation count of 0.
- The remaining global-route overflow is 0.
- Port buffering added about 190 buffers.
- The worst endpoint required time is 17.68 ns.
- The overall via count from detail_route is approximately 4700.
- The category of the worst setup path launch point is a primary input.
- Setup repair after global routing left no endpoint under its margin.
- The I/O pin total reads approximately 190.
- The total DRC errors in the routed layout is 0.
- Per the post-route antenna check, the number of violating nets is 0.
- For this run, the total global-route usage over all layers was measured as 0.198.
- The kind of capture point of the worst setup path is an output port.
- The number of global-route vias before repair is 4417.
- The register share after synthesis is 0.
- The portion of the clock cycle consumed by the worst path in the final layout is 0.557.
- The maximum number of pins on one net before global-route repair is 12.
- The worst hold path cell count reads 3.
- The number of warning messages in the logs reads 32.
- The power report puts the leakage power at between 2 and 2.5 nW.
- The power density over the cells is between 30 and 40 mW/mm2.
- Per the repair_timing log after CTS, setup buffers inserted total 0.
- The net load switching power is roughly 81 uW.
- For this sky-water flow run, the detailed-routed wirelength per cell is reported as roughly 15 um.
- The share of total power in the clock network reads 0.
- The tool flagged a number of max-cap violations equal to 0.
- After routing, the total negative slack on setup checks comes to 0 ns.
- Summed over all layers, the routed wires come to between 10000 and 15000 um.
- The floorplan die height is ~110 um.
- Cell internal power was estimated by the tool at between 100 and 150 uW.
- The placeable core area is roughly 0.012 mm2.
- Looking at the VDD voltage map, the peak drop is between 0.01 and 0.015 mV.
- The path category of the worst min-delay check reads primary input to output port.
- The fraction of power consumed by combinational cells is 1.000.
- Looking at area per cell type in the netlist, the leader is sky130_fd_sc_hd__ha_1.
- The worst slack after detailed placement is between 9 and 10 ns.
- The final report gives the standard cell area, fillers excluded, as 0.00584 mm2.
- The number of antenna violations at the first check in global routing reads 0.
- Looking at the max-slew report, the worst-margin pin has a slew of approximately 0.56 ns.
- The first-pass GRT wire length is 21200 um.
- The final RePlAce weighted congestion reads ~0.91.
-- path summary, 6_finish.rpt --
| path | start | end | slack [ns] |
|---|---|---|---|
| hold / removal | b_in[0] | add_out[0] | 9.86 |
| setup / recovery | a_in[0] | add_out[44] | 9.79 |
-- stage by stage --
| stage | cells | total power, mW | utilization |
|---|---|---|---|
| after floorplan | 555 | 0.0934 | - |
| after global placement | 894 | 0.191 | 0.478 |
| after detailed placement | 894 | 0.190 | 0.478 |
| after CTS | 894 | 0.192 | 0.478 |
| after global routing | 894 | 0.209 | 0.478 |
| final | 894 | 0.191 | 0.478 |
-- area by class of cell --
type                            instances  area (um2)
Timing Repair Buffer                  192        1920
Fill cell                            1237        6370
Tap cell                              168         210
Multi-Input combinational cell        520        3660
Inverter                               14        52.6
-- power by group through the flow --
| stage | sequential [mW] | combinational (mW) | clock [mW] |
|---|---|---|---|
| after CTS | 0 | 0.192 | 0 |
| final | 0 | 0.191 | 0 |
| after global routing | 0 | 0.209 | 0 |
-- synth_stat cells (4+ instances only) --
cell / instances
sky130_fd_sc_hd__nor2b_1: 6
sky130_fd_sc_hd__o211ai_1: 4
sky130_fd_sc_hd__clkbuf_1: 4
sky130_fd_sc_hd__xor2_1: 23
sky130_fd_sc_hd__ha_1: 63
sky130_fd_sc_hd__buf_2: 13
sky130_fd_sc_hd__a21oi_1: 75
sky130_fd_sc_hd__nor3_1: 9
sky130_fd_sc_hd__and3_1: 6
sky130_fd_sc_hd__o21ai_0: 23
sky130_fd_sc_hd__nand2_1: 52
sky130_fd_sc_hd__nor2_1: 39
sky130_fd_sc_hd__a31oi_1: 6
sky130_fd_sc_hd__inv_1: 14
sky130_fd_sc_hd__nand3_1: 18
sky130_fd_sc_hd__o21ai_2: 4
sky130_fd_sc_hd__a21o_1: 35
sky130_fd_sc_hd__o21ai_1: 15
sky130_fd_sc_hd__nand4_1: 17
sky130_fd_sc_hd__a21oi_2: 4
sky130_fd_sc_hd__xnor2_1: 37
sky130_fd_sc_hd__o21bai_1: 13
sky130_fd_sc_hd__nand2b_1: 5
sky130_fd_sc_hd__o21a_1: 7
sky130_fd_sc_hd__nand3b_1: 4
-- worst max-delay path, stage by stage --
cell	delay, ns
sky130_fd_sc_hd__clkdlybuf4s50_1	0.40
sky130_fd_sc_hd__ha_1	0.24
sky130_fd_sc_hd__fa_1	0.43
sky130_fd_sc_hd__a21oi_2	0.18
sky130_fd_sc_hd__nor2_1	0.10
sky130_fd_sc_hd__nor4_4	0.34
sky130_fd_sc_hd__nor2_1	0.14
sky130_fd_sc_hd__a21oi_4	0.23
sky130_fd_sc_hd__a21oi_1	0.14
sky130_fd_sc_hd__o32ai_1	0.47
sky130_fd_sc_hd__o21ai_1	0.16
sky130_fd_sc_hd__xor2_1	0.15
sky130_fd_sc_hd__clkdlybuf4s50_1	0.48
-- routing by layer --
metal / GRT usage / share of wire / up-vias
met3: 0.00858 / 0.047 / 6
met1: 0.303 / 0.50 / 2132
met4: 0.0113 / 0.0051 / 0
met2: 0.322 / 0.45 / 144
met5: 0 / 0 / -
li1: - / - / 2427
-- cells by family after synthesis --
family / count (synthesis) / share of synthesized area
AND/OR/NAND/NOR: 179 / 0.236
buffers and inverters: 35 / 0.0420
XOR/XNOR: 60 / 0.138
adder cells (fa/ha/maj): 64 / 0.212
AND-OR/OR-AND: 217 / 0.372
Power is estimated from default activity; no workload was simulated.
