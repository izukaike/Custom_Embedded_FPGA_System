$ cat design.v
`timescale 1ns / 1ps
`timescale 1ns / 1ps
module sign_extender(
     input [32-1:0]  instruction,
     output reg [64-1:0]  sign_extended_output,
     output reg [64-1:0] val
);
always @ (*) begin
    casex(instruction[31:21]) 
     11'b11111000010: begin
            sign_extended_output <= instruction[20:12];
      end
     11'b11111000000: begin
            sign_extended_output <= instruction[20:12];
     end
     11'b1011010XXXX: begin
                sign_extended_output <= {{45{instruction[23]}}, instruction[23:5]};
                val <= {{45{instruction[23]}}, instruction[23:5]};
      end
     11'b10101010000: begin
            sign_extended_output <= 64'b0;
     end
     11'b000101XXXXX: begin
            sign_extended_output <=  {{39{instruction[25]}}, instruction[25:0]};
     end
     default: begin
            sign_extended_output <= 64'b0;
     end
    endcase
end
endmodule
$ cat run.sh
#!/bin/bash
# OpenROAD 26Q1-2900-gdf79404cd8, Yosys 0.63+post, stock flow scripts
make -C /OpenROAD-flow-scripts/flow DESIGN_CONFIG=/design/flow/config.mk WORK_HOME=/design/flow/orfs finish
$ cat config.mk
export PLATFORM = sky130hd
export DESIGN_NAME = sign_extender
export DESIGN_NICKNAME = sign_extender
export VERILOG_FILES = /design/flow/design.v
export SDC_FILE = /design/flow/constraint.sdc
export NUM_CORES = 4
export LEC_CHECK = 1
export CORE_AREA = 10 10 74 74
export DIE_AREA = 0 0 84 84
$ cat constraint.sdc
current_design sign_extender

set clk_period 4.0
set clk_io_pct 0.2

create_clock -name clk0 -period $clk_period

set non_clock_inputs [all_inputs -no_clocks]
set_input_delay [expr $clk_period * $clk_io_pct] -clock clk0 $non_clock_inputs
set_output_delay [expr $clk_period * $clk_io_pct] -clock clk0 [all_outputs]
==> design notes <==
The run finished with clean final reports. Post-CTS timing repair inserted 0 buffers for setup. For this design the total switching power over the nets is 0.0320 mW.

With the proportion of register bits with asynchronous set or reset after synthesis at 0%, the filler cell count is 319. Setup repair after global routing left no endpoint under its margin. The power report lists cell-internal power as 0.106 mW. The timer found 19 register pins that no clock reaches; their paths are not timed.

The register share of total power is 10.6%. Max-cap violations in this run came to 0. The signal arrival time at the worst endpoint was 2790 ps. The worst hold-check path type is in2out. The Yosys chip area is 1320 um2, and the number of hold-slack violations in the final timing report is 0. 83 endpoints have no timing constraint.

The logs give 0 for the number of hold buffers added after CTS and 5310 um for the total wirelength of the detailed-routed design. For the achievable clock frequency, the log shows 0.279 GHz. The final critical path takes up 89.7% of the cycle. The number of antenna diodes in the final layout is 0. After detailed routing, the number of remaining DRC violations is 0.

The chip occupies 7060 um2. The power report attributes to the clock group a share of 0%. For this configuration, the core starts out at a cell density of 33.3%. For the via count of the first global-routing pass, the log shows 1,326. The post-route netlist has 4.33% of its cells at a drive strength greater than 1. Startpoint type of the worst setup path: an input pin. The report lists the power per cell area as 58.4 nW/um2.

After technology mapping, the gate count stands at 153. The final max-slew violation count recorded for this run is 0. The max-slew check reports its worst relative slack as 67.6%. For this sky-water flow run, the detailed-routed wirelength per cell is reported as 18.9 um. In the placement report, post-DP HPWL is listed as 4650 um.

For the initial antenna violation count, the log shows 0. Per the synth stats, the flop cell with the highest instance count is dlxtn_1. Looking at the critical path, the highest net fanout was 39. With the routed via count divided by cell count at 4.36, the via count of the routed design is 1,224. The largest registers in the layout are val (19). With the post-route minimum period at 3590 ps, the mean instance size in the synthesized netlist is 8.65 um2. The quantity of I/O buffers inserted on ports was 160; the post-layout instance count excluding filler cells was 281. The number of enable-type register cells in the synthesized netlist is 0. The first-pass iteration count of the detailed router is 4. In this run, the combinational gates consume 89.4% of the power.

Setup total negative slack on the finished layout was measured at 0 ps. With the global-route congestion overflow total at 0, the number of flip-flops in the largest register is 19. The run gives 23.2% for the proportion of total power due to net switching. The cell total in the yosys stat output is 153. val holds more flip-flops than any other register.

The run gives 3970 um2 as the core outline area. The global routing report lists combined usage of all routing layers as 13.7%. Per the power-grid run, VDD falls by no more than 0.0413 mV.

The tools report the number of failing setup endpoints in the final timing report as 0. The largest total area in the synthesized netlist belongs to buf_4. The data required time at the worst endpoint was 3200 ps.

The pin closest to its max-slew limit shows a slew of 485 ps. The run gives 0 as the antenna violation net count after detailed routing. Summing all multi-input logic gate instances after layout gives 353 um2.

The element type at the critical path end is a primary output. After synthesis, the netlist uses 17 different library cells. The final weighted congestion of routability-driven global placement is 0.830.

Across all stage logs, warnings added up to 33. Overall power consumption after layout is estimated at 0.138 mW. With the largest net degree at the start of global routing at 47, the die width is 84 um.

Compared with the post-synthesis result, the final layout area differs by 78.7%. Yosys reports that the most numerous cell types are 85 x buf_4, 19 x dlxtn_1, 10 x and3_1, 9 x a221o_1, 9 x a22o_1. The post-synthesis cell area came out at 1320 um2.

The flip-flop and latch count after synthesis is 19. Per the layout area report, the register area comes to 285 um2. For reference, the most critical setup path is categorized as in2out. Gates resized during post-CTS repair numbered 0.

The run gives 61 for the violation tally from detailed-route iteration zero. The leakage power in the latest report is 1.01 nW. Per the placement report, the placed cell count is 281. In this run the count of I/O pins placed on the die edge is 160. The die span in y is 84 um, and the count of yosys warnings during synthesis is 1.

After floorplanning, the core was divided into 23 placement rows. The share of synthesized area in the top cell type comes to 48.2%. After synthesis, the cell types taking the most area are buf_4 48%, dlxtn_1 22%, a221o_1 6.8%, a22o_1 6.0%, and3_1 4.7%.

For this run the top cell type by instance count after synthesis was buf_4. The first global-routing pass estimated 7920 um of wire.
## cell usage in the layout (no fill, tap or decap)
master,instances
and2_1,1
o21a_1,1
and4b_4,1
nor4b_1,1
a22o_1,9
and4b_1,1
and3_1,10
buf_4,8
a221o_1,9
inv_1,1
and2_2,1
clkdlybuf4s50_1,160
dlxtn_1,19
a21o_1,7
nor3b_1,2
## final cells by class
type	count	share of cell area [%]
timing repair buffer	168	70.2
multi-input combinational	43	14.9
sequential	19	12.1
tap	50	2.64
inverter	1	0.159
## through the flow
stage               util, %  instance area, um2  hold slack [ps]  worst slack [ps]
detailed placement     59.6                2370             2610               412
global route           59.6                2370             2660               222
CTS                    59.6                2370             2620               390
finish                 59.6                2370             2610               411
floorplan                 -                1320             1660               845
global placement       59.6                2370             2630               429
## worst paths after layout
path             from                        to  slack, ps  cells after the start
max   instruction[26]  sign_extended_output[50]        410                      6
min   instruction[24]  sign_extended_output[24]       2610                      3
## layer usage
| metal | share of wire [%] | GRT usage, % |
|---|---|---|
| met1 | 36 | 14.2 |
| met2 | 48 | 23.8 |
| met3 | 15 | 8.17 |
| met4 | 1.5 | 1.83 |
| met5 | 0 | 0 |
## critical path: stages
cell and delay (ps):
clkdlybuf4s50_1 480, nor3b_1 330, and2_2 230, a21o_1 110
buf_4 290, clkdlybuf4s50_1 560
## power groups by stage
stage | clock network [mW] | registers, mW | logic, mW
4_1_cts | 0 | 0.0147 | 0.127
5_1_grt | 0 | 0.0158 | 0.134
6_report | 0 | 0.0147 | 0.123
## cells by family after synthesis
kind of cell / after synthesis / synth area share (%)
buf+inv: 91 / 51.8
compound gates: 26 / 17.3
simple gates: 17 / 9.36
latches: 19 / 21.5
No activity file was given, so power comes from the tool's default toggle rates.
