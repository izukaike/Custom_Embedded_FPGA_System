===== flow/config.mk =====
export PLATFORM = sky130hd
export DESIGN_NAME = register
export DESIGN_NICKNAME = register
export VERILOG_FILES = /design/flow/design.v
export SDC_FILE = /design/flow/constraint.sdc
export NUM_CORES = 4
export LEC_CHECK = 1
export CORE_UTILIZATION = 50

===== flow/constraint.sdc =====
current_design register

set clk_period 1.0
set clk_io_pct 0.2

create_clock -name clk0 -period $clk_period [get_ports {clk}]

set non_clock_inputs [all_inputs -no_clocks]
set_input_delay [expr $clk_period * $clk_io_pct] -clock clk0 $non_clock_inputs
set_output_delay [expr $clk_period * $clk_io_pct] -clock clk0 [all_outputs]

===== flow/design.v =====
`timescale 1ns / 1ps
module register(
    input clk,
    input reset,
    input  [64-1:0] D,
    output reg [64-1:0] Q
    );
    always @(posedge(clk),posedge(reset))begin
        if (reset==1'b1)
            Q<=64'b0;
        else
            Q <= D;
    end
endmodule

===== flow/run.sh =====
#!/bin/bash
# OpenROAD 26Q1-2900-gdf79404cd8, Yosys 0.63+post, stock flow scripts
make -C /OpenROAD-flow-scripts/flow DESIGN_CONFIG=/design/flow/config.mk WORK_HOME=/design/flow/orfs finish

==> results_slide.txt <==
Implementation Results

Logic synthesis
  – Leading area contributor after synthesis: sky130_fd_sc_hd__dfrtp_1
  – Top cell area share: 0.9977
  – Top cells by count, synth: sky130_fd_sc_hd__dfrtp_1 (64), sky130_fd_sc_hd__inv_1 (1)
  – Warnings, synthesis: 1
  – Most instantiated library cell after synthesis: sky130_fd_sc_hd__dfrtp_1
  – Async set-reset flop share out of synthesis: 1.000
  – Yosys Instances: 65
  – Top cells by area in the synthesized netlist: sky130_fd_sc_hd__dfrtp_1 (100%), sky130_fd_sc_hd__inv_1 (0.23%)
  – FF+latch count, synth: 64
  – Top FF cell, synth: sky130_fd_sc_hd__dfrtp_1
  – Post-Syn Area: 1605 sq um
  – Post-Syn Instances: 65
  – Number of distinct library cell variants in the gate-level netlist after synthesis: 2
  – Yosys chip area: 1605 sq um
  – Register area share after synthesis: 0.9977
  – Mean Syn Cell Area: 24.70 sq um
  – Post-synth EDFFs: 0

Run status
  – Log Error: [ERROR DPL-0036] Detailed placement failed.
  – Last stage reached: detailed placement (3_5_place_dp)
  – Outcome: stopped before the end

Placed design
  – Number of port buffers: 129
  – Last weighted congestion value of the routability-driven placer: 0.7110

Floorplanning
  – Total number of placement rows: 20
  – Number of placed I/O pins: 130
  – Vertical die dimension: 58.66 microns
  – Die W: 58.66 microns
  – FP Util: 0.5258
-- logic make-up after synthesis --
kind of cell,synth area share
buf+inv,0.002336
flops,0.9977
-- stage by stage --
| step | setup slack [ns] | hold slack (ns) |
|---|---|---|
| floorplan | 0.1139 | 0.2314 |
| global placement | 0.02385 | 0.6176 |
